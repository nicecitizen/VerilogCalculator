File: flow/config.mk
export PLATFORM = sky130hd
export DESIGN_NAME = Keyboard
export DESIGN_NICKNAME = Keyboard
export VERILOG_FILES = /design/flow/design.v
export SDC_FILE = /design/flow/constraint.sdc
export NUM_CORES = 4
export LEC_CHECK = 1
export CORE_UTILIZATION = 40
File: flow/constraint.sdc
current_design Keyboard

set clk_period 4.1
set clk_io_pct 0.2

create_clock -name clk0 -period $clk_period [get_ports {clk}]

set non_clock_inputs [all_inputs -no_clocks]
set_input_delay [expr $clk_period * $clk_io_pct] -clock clk0 $non_clock_inputs
set_output_delay [expr $clk_period * $clk_io_pct] -clock clk0 [all_outputs]
File: flow/design.v
module Debounce #(parameter N=5)
( 
	input clk_500hz,
	input rst_n,
	input [N*N-1:0] keyboard,
	output reg [N*N-1:0] isPressed
);
reg [N*N-1:0] DFF [19:0];
always @(posedge clk_500hz or negedge rst_n) 
begin:DB0
	integer i,j;
	if (!rst_n)
	begin
		for (i=0;i<=19;i=i+1)
			for (j=0;j<=N*N-1;j=j+1)
				DFF[i][j]=1;
		for (i=0;i<=N*N-1;i=i+1)
			isPressed[i]=0;
	end
	else begin
		for (i=1;i<=19;i=i+1)
			DFF[i]<=DFF[i-1];
		DFF[0]<=keyboard;
		isPressed=keyboard;
		for (i=1;i<=N-1;i=i+1)  
			isPressed=isPressed|DFF[i];
		isPressed=~isPressed;
	end
end
endmodule
module Divider_12MHz_1000hz #(parameter modulo=12000) (
	input clk_12MHz,
	output reg clk_out
);
reg [15:0] cnt;
always @(posedge clk_12MHz)
begin
	if (cnt==modulo-1)
	begin
		clk_out=1;
		cnt=0;
	end
	else
	begin
		clk_out=0;
		cnt=cnt+1;
	end
end
endmodule	
module Divider_12MHz_5000hz #(parameter modulo=2400) (
	input clk_12MHz,
	output reg clk_out
);
reg [15:0] cnt;
always @(posedge clk_12MHz)
begin
	if (cnt==modulo-1)
	begin
		clk_out=1;
		cnt=0;
	end
	else
	begin
		clk_out=0;
		cnt=cnt+1;
	end
end
endmodule	
 module Keyboard #(parameter N=4)
(
	input clk,
	input rst_n,
	input [N-1:0] col,
	output [N-1:0] row,
	output reg [5:0] num  
);
assign bz=0;
wire [N*N-1:0] keyboard_in;
wire [N*N-1:0] isPressed;
wire clk_1000hz,clk_5000hz;
Divider_12MHz_1000hz FD0 (.clk_12MHz(clk),.clk_out(clk_1000hz));
Divider_12MHz_5000hz FD1 (.clk_12MHz(clk),.clk_out(clk_5000hz));
Scan S0 (.clk_5000hz(clk_5000hz),.col(col),.row(row),.keyboard_in(keyboard_in),.rst_n(rst_n));
Debounce D0 (.clk_500hz(clk_1000hz),.keyboard(keyboard_in),.isPressed(isPressed),.rst_n(rst_n));
always @(isPressed)
begin
	case(isPressed)
		16'b0000000000000001:num=5'd0;
		16'b0000000000000010:num=5'd4;
		16'b0000000000000100:num=5'd8;
		16'b0000000000001000:num=5'd10;  
		16'b0000000000010000:num=5'd1;
		16'b0000000000100000:num=5'd5;
		16'b0000000001000000:num=5'd9;
		16'b0000000010000000:num=5'd11;  
		16'b0000000100000000:num=5'd2;
		16'b0000001000000000:num=5'd6;
		16'b0000010000000000:num=5'd12;  
		16'b0000100000000000:num=5'd13;  
		16'b0001000000000000:num=5'd3;
		16'b0010000000000000:num=5'd7;
		16'b0100000000000000:num=5'd14;  
		16'b1000000000000000:num=5'd15;  
		default : num=5'd16;  
	endcase	
end
endmodule
module Scan #(parameter N=4)
(
	input clk_5000hz,
	input rst_n,
	input [N-1:0] col,
	output reg [N-1:0] row,
	output reg [N*N-1:0] keyboard_in
);
reg [3:0] row_idx;
always @(posedge clk_5000hz or negedge rst_n)  
begin
	if (!rst_n)
	begin:SB0
		integer i;
		row_idx=0;
		for (i=0;i<=N-1;i=i+1)
			row[i]=1;
		for (i=0;i<=N*N-1;i=i+1)
			keyboard_in[i]=1;
	end
	else begin:SB1
		integer i;
		for (i=0;i<=N-1;i=i+1)
			row[i]=1;
		row[row_idx]=0;  
		for (i=0;i<=N-1;i=i+1)
			keyboard_in[row_idx*N+i]=col[i];
		if (row_idx==N-1)
			row_idx=0;
		else
			row_idx=row_idx+1;
	end
end	
endmodule
File: flow/run.sh
#!/bin/bash
# OpenROAD 26Q1-2900-gdf79404cd8, Yosys 0.63+post, stock flow scripts
make -C /OpenROAD-flow-scripts/flow DESIGN_CONFIG=/design/flow/config.mk WORK_HOME=/design/flow/orfs finish
==> load_flow_metrics.sql <==
-- physical implementation figures
INSERT INTO impl_metrics (metric_group, metric, value, unit) VALUES
('outcome', 'run_status', 'complete, no violations', ''),
('setup_path', 'critical_path.most_common_cell', 'sky130_fd_sc_hd__nor2_1', ''),
('final_timing', 'fmax', '566.9', 'MHz'),
('setup_path', 'worst-endpoint-required', '4.24', 'ns'),
('setup_path', 'crit_path_max_fanout', '11', ''),
('route', 'ant_nets', '0', ''),
('place', 'detailedPlacementHpwl', '5594', 'µm'),
('setup_path', 'regToRegEndpoint', 'FD0.cnt[7]', ''),
('global_route', 'first_global_vias', '2830', ''),
('setup_path', 'ff2ff_path_depth', '6', ''),
('place', 'preCtsSetupSlack', '2.318', 'ns'),
('yosys', 'dominant_cell_by_count_in_the_synthesized_netlist', 'sky130_fd_sc_hd__dfstp_2', ''),
('route', 'dr.first_iter.drc_count', '121', ''),
('floorplanning', 'initial_core_util', '0.4111', ''),
('power_and_ir_drop', 'power.static_leakage', '0.002413', 'µW'),
('floorplanning', 'chip_area', '0.01413', 'mm²'),
('yosys', 'postSynthCellCount', '400', ''),
('layout', 'post_route_design_area', '0.005974', 'mm²'),
('place', 'gp_congestion', '0.8227', ''),
('cts', 'clock.latency.late_pin', '0.27', 'ns'),
('final_timing', 'finalWorstPathRequiredPeriod', '1.764', 'ns'),
('min_path', 'worst_hold_class', 'reg2reg', ''),
('setup_path', 'rrSetupSlack', '2.34', 'ns'),
('final_timing', 'endpoints_left_unconstrained', '129', ''),
('power_and_ir_drop', 'internal_power', '584.3', 'µW'),
('cts', 'postCtsSetupBuffers', '0', ''),
('final_timing', 'count_of_unclocked_register_or_latch_pins', '120', ''),
('final_timing', 'worst_slew_margin_rel', '0.4971', ''),
('global_route', 'grt_start_max_net_pins', '97', ''),
('yosys', 'netlist_area', '0.005465', 'mm²'),
('cts', 'cts_root_buffer', 'sky130_fd_sc_hd__clkbuf_16', ''),
('place', 'io_buffers', '14', ''),
('floorplanning', 'io-pin-count', '16', ''),
('yosys', 'syn-mean-instance-area', '13.66', 'µm²'),
('final_timing', 'timing_worst_slew_pin_value', '0.7534', 'ns'),
('power_and_ir_drop', 'swShare', '0.2079', ''),
('route', 'post-route-drc-count', '0', ''),
('cts', 'cts-root-to-sink-buffers', '2', ''),
('job', 'max-cap-violations', '0', ''),
('yosys', 'synth-seq-cells', '154', ''),
('route', 'num_antenna_cells', '0', ''),
('final_timing', 'slew_viol_final', '0', ''),
('setup_path', 'timing.critical_path.slowest_cell_delay', '0.54', 'ns'),
('yosys', 'post_synth_main_area_contributors', 'sky130_fd_sc_hd__dfstp_2 48%, sky130_fd_sc_hd__dfxtp_1 12%, sky130_fd_sc_hd__dfrtp_1 9.2%', ''),
('setup_path', 'reg2reg_from', 'FD0.cnt[0]', ''),
('global_route', 'grt_antenna_before_repair', '0', ''),
('final_timing', 'fin_tns_setup', '0', 'ns'),
('cts', 'cts_made_buffers', '5', ''),
('layout', 'seq_area', '0.003810', 'mm²'),
('route', 'routed-via-count', '2907', ''),
('job', 'log.warning_count', '27', ''),
('final_timing', 'finalCritPeriodShare', '0.4302', ''),
('global_route', 'globalRoute.totalOverflow', '0', ''),
('setup_path', 'worstSetupPathType', 'reg2reg', ''),
('layout', 'share_of_post_route_cells_with_drive_strength_above_1', '0.3230', ''),
('route', 'firstDrtPassIters', '4', ''),
('yosys', 'synth_chip_area', '0.005465', 'mm²'),
('route', 'vias_per_cell', '4.869', ''),
('setup_path', 'critical_path_top_delay_cell', 'sky130_fd_sc_hd__nor2_1', ''),
('yosys', 'post_synth_top_area_cell', 'sky130_fd_sc_hd__dfstp_2', ''),
('final_timing', 'hold_slack', '0.4388', 'ns'),
('global_route', 'globalRouteTotalUtil', '0.1256', ''),
('floorplanning', 'floorplan.die.height', '118.9', 'µm'),
('final_timing', 'setup_slack', '2.336', 'ns'),
('yosys', 'synth_top_flop_cell', 'sky130_fd_sc_hd__dfstp_2', ''),
('power_and_ir_drop', 'ir_drop', '280.7', 'µV'),
('final_timing', 'worst_clock_skew', '0.002447', 'ns'),
('floorplanning', 'floorplan.die.width', '118.9', 'µm'),
('final_timing', 'setup_violations', '0', ''),
('cts', 'ctsResizeCount', '0', ''),
('power_and_ir_drop', 'power_density', '123.5', 'mW/mm²');
state kept, by name (all words and copies together), names as in the netlist:
signal and flops:
S0.row 4, D0.isPressed 16, FD1.clk_out 1, FD0.cnt 16
FD0.clk_out 1, FD1.cnt 16, D0.DFF 80, S0.row_idx 4
S0.keyboard_in 16
layer usage:
layer	wire length (µm)	vias up	GRT usage
li1	-	1421	-
met1	4157	1457	0.2186
met2	3531	22	0.1908
met3	177	7	0.01419
met4	45	0	0.005538
met5	0	-	0
critical path: cells and delay by family (launching register included):
kind	cells	cell delay (ns)
fa+ha+maj	1	0.22
buf+inv	1	0.05
flops	1	0.37
simple gates	4	0.98
power groups by stage:
stage	Clock [µW]	Sequential (µW)	Combinational, µW
final	369	339	29.8
after global routing	395	338	35.6
after CTS	380	338	31.8
through the flow:
| step | power, µW | util | std cells |
|---|---|---|---|
| final | 737.8 | 0.4494 | 597 |
| after global routing | 768.6 | 0.4494 | 597 |
| after CTS | 750.5 | 0.4494 | 597 |
| after detailed placement | 377.0 | 0.4380 | 589 |
| after global placement | 375.9 | 0.4380 | 589 |
| after floorplan | 348.2 | - | 400 |
cells in the final DEF, fill, tap and decap left out, types with 2 or more instances in the layout:
cell / Yosys / final
sky130_fd_sc_hd__dfxtp_1: 34 / 33
sky130_fd_sc_hd__or3_1: 3 / 3
sky130_fd_sc_hd__a21oi_1: 6 / 6
sky130_fd_sc_hd__buf_4: 1 / 3
sky130_fd_sc_hd__o2111ai_1: 3 / 3
sky130_fd_sc_hd__nand4_1: 9 / 9
sky130_fd_sc_hd__nor4_4: 3 / 3
sky130_fd_sc_hd__nand2_1: 15 / 15
sky130_fd_sc_hd__nand4b_1: 3 / 3
sky130_fd_sc_hd__nand3_1: 20 / 20
sky130_fd_sc_hd__nor4_1: 2 / 2
sky130_fd_sc_hd__mux2_2: 16 / 16
sky130_fd_sc_hd__dfrtp_1: 20 / 20
sky130_fd_sc_hd__nor3_1: 5 / 5
sky130_fd_sc_hd__clkbuf_16: 0 / 5
sky130_fd_sc_hd__and4b_1: 3 / 3
sky130_fd_sc_hd__and4_1: 2 / 2
sky130_fd_sc_hd__o22ai_1: 2 / 2
sky130_fd_sc_hd__xnor2_1: 15 / 15
sky130_fd_sc_hd__nor4_2: 2 / 2
sky130_fd_sc_hd__o21ai_0: 5 / 5
sky130_fd_sc_hd__clkdlybuf4s50_1: 0 / 13
sky130_fd_sc_hd__or4_1: 18 / 18
sky130_fd_sc_hd__ha_1: 7 / 7
sky130_fd_sc_hd__and3_1: 10 / 10
sky130_fd_sc_hd__nor4b_1: 2 / 2
sky130_fd_sc_hd__nor2b_1: 4 / 4
sky130_fd_sc_hd__dfstp_2: 100 / 100
sky130_fd_sc_hd__inv_1: 10 / 10
sky130_fd_sc_hd__nor2_1: 47 / 47
sky130_fd_sc_hd__a211oi_1: 2 / 2
sky130_fd_sc_hd__xor2_1: 21 / 21
worst min path at each step:
stage	startpoint	to	slack [ns]	cells after the start
6_report	FD1.cnt[0]	FD1.cnt[0]	0.44	1
5_1_grt	FD1.cnt[0]	FD1.cnt[0]	0.47	1
4_1_cts	FD1.cnt[0]	FD1.cnt[0]	0.44	1
cells by family after synthesis:
family,Yosys count,share of synthesized area
buffers and inverters,13,0.009844
XOR/XNOR,36,0.05769
AND-OR/OR-AND,20,0.02312
multiplexers,17,0.03480
other,1,0.0006862
flip-flops,154,0.6969
AND/OR/NAND/NOR,152,0.1609
adder cells (fa/ha/maj),7,0.01602
area by class of cell:
class | count | area share
flip-flops and latches | 154 | 0.6377
clock buffers | 6 | 0.02325
clock inverters | 2 | 0.002094
multi-input cells | 233 | 0.2683
well taps | 176 | 0.03686
repair buffers | 16 | 0.02555
inverters | 10 | 0.006283
Power is estimated from default activity; no workload was simulated.
