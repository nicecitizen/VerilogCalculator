## flow/design.v

```verilog
module SEG(
	input [5:0] num,
	output reg[7:0] oSEG
);
always @(num)
begin
	case (num)
		0:oSEG=7'b0111111;
		1:oSEG=7'b0000110;
		2:oSEG=7'b1011011;
		3:oSEG=7'b1001111;
		4:oSEG=7'b1100110;
		5:oSEG=7'b1101101;
		6:oSEG=7'b1111100;
		7:oSEG=7'b0000111;
		8:oSEG=7'b1111111;
		9:oSEG=7'b1101111;
		10:oSEG=7'b1000000;  
		16:oSEG=8'b10111111;
		17:oSEG=8'b10000110;
		18:oSEG=8'b11011011;
		19:oSEG=8'b11001111;
		20:oSEG=8'b11100110;
		21:oSEG=8'b11101101;
		22:oSEG=8'b11111100;
		23:oSEG=8'b10000111;
		24:oSEG=8'b11111111;
		25:oSEG=8'b11101111;
		default:oSEG=7'b1111111;
	endcase
end
endmodule
```

## flow/run.sh

```bash
#!/bin/bash
# OpenROAD 26Q1-2900-gdf79404cd8, Yosys 0.63+post, stock flow scripts
make -C /OpenROAD-flow-scripts/flow DESIGN_CONFIG=/design/flow/config.mk WORK_HOME=/design/flow/orfs finish
```

## flow/config.mk

```make
export PLATFORM = sky130hd
export DESIGN_NAME = SEG
export DESIGN_NICKNAME = SEG
export VERILOG_FILES = /design/flow/design.v
export SDC_FILE = /design/flow/constraint.sdc
export NUM_CORES = 4
export LEC_CHECK = 1
export CORE_AREA = 10 10 70 70
export DIE_AREA = 0 0 80 80
```

## flow/constraint.sdc

```tcl
current_design SEG

set clk_period 1.7
set clk_io_pct 0.2

create_clock -name clk0 -period $clk_period

set non_clock_inputs [all_inputs -no_clocks]
set_input_delay [expr $clk_period * $clk_io_pct] -clock clk0 $non_clock_inputs
set_output_delay [expr $clk_period * $clk_io_pct] -clock clk0 [all_outputs]
```

==> run summary <==
DR vias/cell - 3.183
FMAX - 595.0 MHz
CP max stage cell - buf_4
Post-place setup slack - -0.7916 ns
OpenROAD warnings - 37
Buffers & Inverters on Critical Path - 5
Antenna violations before repair - 0
Top cells by count, synth - 5 x ha_1, 3 x inv_1, 3 x o21ai_1
Cell area leaders - ha_1 22%, o32ai_2 12%, nor4b_4 8.5%
N_diodes - 0
Aoi share - 26.01%
Num ports - 14
Crit path kind - input port to output port
Most frequent cell after synthesis - ha_1
Slowest stage delay, CP - 0.16 ns
YS warnings - 1
Initial drt markers - 13
Gr ovfl total - 0
Placer Congestion - 0.6979
Row count - 21
Port Buffers - 14
Vias in the first global route - 391
Core area - 3416 µm²
Yosys cell types - 19
Yosys Instances - 32
Setup Viol. Count Final - 0
Maxcap violations - 0
Fraction of layout cells with a size suffix above 1 - 63.79%
Dominant kind of combinational cell - simple AND/OR/NAND/NOR gates
DRT Pass-1 Iters - 2
And+or+nand+nor area frac - 39.46%
Via count - 331
Post-synth seq share - 0%
Clock buf count - 0
Final worst slack - 0.01942 ns
Lkg Pwr - 0.2503 nW
Die height - 80 µm
Area reported by Yosys stat - 279.0 µm²
DRT antenna net count - 0
Core Density at Floorplan - 8.169%
Synth area leader - ha_1
Tightest Pin Transition - 0.3116 ns
CP Capture Type - output port
Non-Filler Instances - 104
Largest net degree at the start of global routing - 9
Flop area - 0 µm²
Worst EP required - 1.36 ns
Placed Cells - 99
Cell Area, Placed - 525.5 µm²
Final Cell Area - 631.9 µm²
Wirelength per Cell - 9.548 µm
DRC Markers - 0
Worst vdd ir - 0.02938 mV
Synth Instances - 32
Xor+xnor area frac - 0%
Area delta synth->final - 126.5%
Final Hold Vio Count - 0
Worst Hold Class - input port to output port
Die W - 80 µm
Critical path peak fanout - 4
First-pass GRT wire length - 1752 µm
Fin crit period - 1.681 ns
Crit-path leading delay family - buffers and inverters
RSZ-0062 raised after global routing - true
Max_slew headroom - 79.18%
Post-layout power - 0.1214 mW
Outcome - finished, final reports clean
Chip area - 6400 µm²
CP Launch Type - input port
CP cell instances - buf_2 -> buf_6 -> ha_4 -> nor4b_4 -> buf_4 -> buf_6 -> o32ai_4 -> buf_2
Synth mux share - 4.036%
Worst path arrival time - 1.34 ns
Adder share - 22.42%
Max Slew Vio Count - 0
Top cell area share - 22.42%
Final period util - 98.86%
Synthesized area - 279.0 µm²
Hold_buf cts - 0
Pwr/cell area - 192.1 nW/µm²
Overall Global Routing Usage - 3.233%
Hpwl dp - 791.4 µm
Post-Route WL - 993 µm
Syn Area/Cell - 8.719 µm²
Flip-flops - 0
[tightest hold or removal path, delay by kind of cell]
family / cells / cell delay [ns]
compound gates: 1 / 0.09
fa+ha+maj: 1 / 0.14
buf+inv: 3 / 0.22
simple gates: 1 / 0.07
[cells in the final DEF (no fill, tap or decap)]
cell             instances
ha_4                     2
and2_4                   1
o32ai_2                  2
nand2_1                  2
nor4b_4                  1
and3b_1                  1
dlygate4sd2_1            3
a21o_1                   1
nor2_1                   2
a32oi_1                  1
ha_1                     2
ha_2                     1
inv_1                    1
inv_6                    1
o32ai_4                  1
nor2b_1                  1
nor2b_4                  2
clkdlybuf4s15_1          1
buf_2                    7
nor3b_2                  1
nand2b_1                 1
nor2_4                   1
inv_2                    1
buf_12                   1
buf_8                    1
nor3b_1                  1
mux2_1                   1
o21ai_1                  3
buf_6                    5
clkdlybuf4s15_2          2
buf_4                    7
[through the flow]
stage	TNS [ns]	hold WS [ns]	utilization, %
after detailed placement	-5.225	1.842	15.38
after floorplan	0	0.7269	-
after CTS	0	1.228	17.69
after global routing	-0.07727	1.249	18.50
after global placement	-5.237	1.830	15.38
final	0	1.209	18.50
[cell type report]
type	instances	area (µm²)
fill	380	2784
multi-input combinational	28	320.3
timing repair buffer	27	237.7
tap	46	57.56
inverter	3	16.27
[final timing paths]
path                    from       to  cells past startpoint
worst max-delay path  num[1]  oSEG[0]                      8
worst min-delay path  num[0]  oSEG[4]                      6
[kinds of logic after synthesis]
group / after synthesis
adder cells (fa/ha/maj): 5
AND-OR/OR-AND: 8
AND/OR/NAND/NOR: 14
buffers and inverters: 4
multiplexers: 1
[timing repair]
action	in CTS	in global routing
resized	53	7
endpoints found under the hold margin	0	0
setup buffers	5	0
endpoints found under the setup margin	8	3
pin swaps	6	2
[power by group]
part           total, mW  internal, mW  switching [mW]  leakage (nW)
registers              0             0               0             0
logic              0.121        0.0707          0.0506         0.250
clock network          0             0               0             0
[layer usage]
metal	up-vias	track usage (%)	share of wire, %
met2	2	7.223	63
met4	0	0	0
met5	-	0	0
met1	160	3.230	35
met3	0	0.1136	1.7
li1	169	-	-
Power is estimated from default activity; no workload was simulated.
